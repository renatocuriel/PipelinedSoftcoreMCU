<file path="flow/run.sh">
#!/bin/bash
# OpenROAD 26Q1-2900-gdf79404cd8, Yosys 0.63+post, stock flow scripts
make -C /OpenROAD-flow-scripts/flow DESIGN_CONFIG=/design/flow/config.mk WORK_HOME=/design/flow/orfs finish
</file>
<file path="flow/constraint.sdc">
current_design REG_FILE

set clk_period 6.4
set clk_io_pct 0.2

create_clock -name clk0 -period $clk_period [get_ports {CLK}]

set non_clock_inputs [all_inputs -no_clocks]
set_input_delay [expr $clk_period * $clk_io_pct] -clock clk0 $non_clock_inputs
set_output_delay [expr $clk_period * $clk_io_pct] -clock clk0 [all_outputs]
</file>
<file path="flow/config.mk">
export PLATFORM = sky130hd
export DESIGN_NAME = REG_FILE
export DESIGN_NICKNAME = REG_FILE
export VERILOG_FILES = /design/flow/design.v
export SDC_FILE = /design/flow/constraint.sdc
export NUM_CORES = 4
export LEC_CHECK = 1
export CORE_UTILIZATION = 30
export SYNTH_HDL_FRONTEND = slang
</file>
<file path="flow/design.v">
`timescale 1ns / 1ps
module REG_FILE(
    input logic CLK,
    input logic EN,
    input logic [4:0] ADR1,
    input logic [4:0] ADR2,
    input logic [4:0] WA,
    input logic [31:0] WD,
    output logic [31:0] RS1,
    output logic [31:0] RS2
    );
    logic [31:0] ram[0:31];
    initial begin
    static int i = 0;
        for (i = 0; i < 32; i++) begin
        ram[i] = 0;
        end
    end
    assign RS1 = ram[ADR1];
    assign RS2 = ram[ADR2];
    always_ff@(negedge CLK) begin
        if (EN == 1'b1 && !WA == 5'd0) begin
            ram[WA] <= WD;
        end
    end 
endmodule
</file>
==> notes.md <==
Notes from the flow run.

Run status:
- The flow ran to the end, but the final reports show violations.
- The checks that failed: setup timing.

Placement:
- The run puts the half-perimeter wire length after placement at 94600 um.
- RePlAce ended its routability-driven mode at a weighted congestion of 0.880.
- As logged by OpenROAD, the buffers inserted on ports number 112.
- Once placement completed, the tool counted placed cells totaling 5701.
- The pre-CTS setup check shows a worst slack of -347 ps.
- The run gives the area after detailed placement as 54700 um2.

Worst setup path:
- STA classifies the critical path endpoint as a primary output.
- The worst setup path is launched from a flop.
- The run puts the largest fanout of any net on the critical path at 2.
- At the worst endpoint, the arrival time is 5430 ps.
- Among cell families on the critical path, the largest total delay comes from buffers and inverters.
- The run gives the critical setup path kind as flop to primary output.
- The run puts the sum of buffers and inverters on the critical path at 3.
- The run puts the required time of the critical path at 5120 ps.
- The slowest stage of the critical path belongs to the cell edfxtp_1.
- The report lists the cells along the critical path as mux2i_1 -> a22o_1 -> nor3_2 -> buf_4 -> a31oi_4 -> buf_6 -> nand3_4 -> buf_2.
- The run gives the delay of the slowest cell on the worst path as 380 ps.

Drt:
- The detailed router finished its first iteration with 1977 violations.
- The run gives the sum of routed wire length over all layers as 156000 um.
- The run gives the antenna violation net count after detailed routing as 0.
- The run gives the detailed-route vias per instance as 5.02.
- The run gives the number of vias after detailed routing as 34800.
- The pre-antenna-repair detailed-routing pass consisted of 7 iterations.
- The run puts the routed length per placed instance at 22.4 um.
- The run puts the total DRC errors in the routed layout at 0.

Yosys:
- edfxtp_1 takes more of the synthesized area than any other cell.
- The run puts the count of synthesis-stage warnings from yosys at 0.
- After synthesis the cells add up to 48800 um2.
- The run puts the number of synthesized register bits at 1024.
- Looking at the cell usage after synthesis, the top flip-flop cell is edfxtp_1.
- The number of cells reported by Yosys stat comes to 3387.
- The number of different library cells used by synthesis comes to 25.
- The run puts the post-synth tally of flip-flops with integrated enable at 1024.
- The run puts the proportion of synthesized chip area in sequential cells at 63.1%.
- The run gives the cell count after synthesis as 3387.
- For reference, the top cells by area after synthesis are edfxtp_1 63%, mux2i_1 21%, a22oi_1 3.0%.
- The run gives the area share of the largest cell type after synthesis as 63.1%.
- The run gives the average footprint of a synthesized cell as 14.4 um2.
- The run puts the share of synthesized registers carrying an async set or reset at 0%.
- For reference, the top cells by count after synthesis are 1024 x edfxtp_1, 1024 x mux2i_1, 195 x nand2_1.
- The run gives the total cell area reported by yosys after synthesis as 48800 um2.

Layout:
- The filler cells instantiated in the layout total 14600.
- The run puts the share of post-route cells with drive strength above 1 at 15.1%.
- Counting flops per register, the top entry is ram.
- The largest registers in the layout are ram (1024).
- The run gives the design area as 63500 um2.
- The flow measured a signed area growth from synthesis to layout of 30.2%.
- The run gives the final non-filler cell total as 6933.
- The register with the most flip-flops in the layout has 1024 of them.

Die:
- The run puts the placeable core region at 161000 um2.
- According to the floorplan report, the total die area is 164000 um2.
- The report lists the number of standard-cell rows as 147.
- The run gives the height of the die as 405 um.
- The run puts the die outline width at 405 um.
- The run gives the floorplan core density as 30.3%.
- The run gives the boundary pin count as 113.

Power:
- The run gives the worst vdd rail ir drop as 0.225 mV.
- The run gives the leakage component of the power as 27.4 nW.
- The run puts the power density over cell area at 289 nW/um2.

Final timing:
- Setup repair after global routing could not meet its margin everywhere.
- Once routing completed, OpenROAD measured the worst setup slack at -312 ps.
- The run puts the transition at the pin with the smallest max-transition slack at 953 ps.
- The final report lists the setup-violating endpoint count as 60.
- The run puts the final number of max-transition violations at 0.
- The run puts the number of failing hold endpoints at the final stage at 0.
- The run gives the relative slew slack as 36.5%.

Clock tree:
- The run gives the cts-stage hold buffer count as 0.
- The run gives the CTS tree as yes.
- Looking at the clock tree report, the root buffer type is clkbuf_16.
- The longest clock path from root to sink contains 3 buffers.
- The run gives the CTS buffer count as 114.
- The timing report gives the clock slew at the launch and capture registers of the worst setup and hold paths as 30 ps.
- The run puts the maximum level of the CTS H-tree at 3.
- The run gives the total clock sinks as 1024.

Job:
- The run puts the number of OpenROAD warnings at 1030.
- The run puts the total of max-cap violations at 0.

GRT:
- The run puts the final global-route overflow total at 0.
- The run puts the pin count of the biggest net entering global routing at 64.
- The run puts the initial antenna violation count at 5.
- In the global route stage, overall resource usage came out at 20.0%.
- The run gives the number of global-route vias before repair as 38200.
- The run gives the global-route wire length before repair as 227000 um.

Worst hold path:
- Checking hold timing, the worst path is listed with class input port to primary output.
## per-layer routing
metal	part of all wire, %	routed length (um)	up-vias	GRT usage, %
met5	0.065	101	-	0.178
met4	3.7	5740	12	9.04
met3	12	19100	293	12.7
met2	47	72800	1806	29.4
met1	37	57800	16700	23.1
li1	-	-	16000	-
## cell families (layout without fill, tap and decap cells)
group | count (synthesis) | count (layout) | synth area share, %
AND-OR/OR-AND | 576 | 576 | 8.05
buffers and inverters | 254 | 1608 | 3.16
flip-flops | 1024 | 1024 | 63.1
multiplexers | 1024 | 1024 | 21.0
other | 1 | 33 | 0.00769
AND/OR/NAND/NOR | 508 | 508 | 4.71
## cell type report
type | instances | area [um2] | share of cell area, %
repair buffers | 374 | 4160 | 6.55
multi-input cells | 2140 | 18100 | 28.6
well taps | 2160 | 2700 | 4.26
clock buffers | 115 | 2880 | 4.53
flip-flops and latches | 1024 | 30700 | 48.4
clock inverters | 1119 | 4870 | 7.68
diodes | 1 | 2.50 | 0.00394
## tightest hold or removal path, delay by kind of cell
| kind | cells | cell delay [ps] |
|---|---|---|
| muxes | 1 | 190 |
| and+or+nand+nor | 2 | 220 |
| buffers and inverters | 2 | 330 |
| AOI/OAI and AO/OA | 1 | 120 |
## through the flow
step | hold WS [ps] | total power, mW | setup TNS, ps | utilization (%)
4_1_cts | 3510 | 18.6 | -12580 | 39.3
2_1_floorplan | 2820 | 9.38 | -208650 | -
3_3_place_gp | 3990 | 10.1 | -41110 | 34.0
5_1_grt | 3520 | 19.5 | -14980 | 39.5
6_report | 3470 | 18.3 | -7940 | 39.5
3_5_place_dp | 4010 | 10.1 | -39490 | 34.0
## repair_timing
item | 4_1_cts | 5_1_grt
setup endpoints to repair | 64 | 64
endpoints found under the hold margin | 0 | 0
pin swaps | 147 | 96
buffers inserted | 9 | 6
resized | 406 | 43
gates cloned | 0 | 0
## cell usage in the layout, fill, tap and decap left out, drive strengths merged, types with 2 or more instances in the layout
cell / instances
nor3: 64
a22oi: 192
a31oi: 64
or3b: 3
nand3: 194
nand2: 195
nor2: 34
a21oi: 192
or2: 2
and2: 2
clkinvlp: 30
conb: 32
bufinv: 19
edfxtp: 1024
nand3b: 5
buf: 325
nor2b: 4
clkdlybuf4s50: 46
clkbuf: 117
mux2i: 1024
a22o: 128
inv: 1064
clkinv: 6
nand2b: 4
## worst paths after layout
check	end	cells past startpoint	start	slack [ps]
max	RS2[10]	8	ram[3][10]	-310
min	RS1[14]	6	ADR1[1]	3470
## power breakdown
group | internal [mW] | switching (mW)
clock | 4.88 | 4.27
sequential | 7.54 | 0.0395
combinational | 0.616 | 0.977
Power and IR drop assume default switching activity.
