### flow/design.v
`timescale 1ns / 1ps
module PC(
    input logic CLK,
    input logic RST,
    input logic PC_WRITE,
    input logic [1:0] PC_SOURCE,
    input logic [31:0] JALR,
    input logic [31:0] BRANCH,
    input logic [31:0] JAL,
    output logic [31:0] PC_OUT
    );
    logic [31:0] PC_OUT_PLUS_FOUR, PC_IN;
    assign PC_OUT_PLUS_FOUR = PC_OUT + 4;
    PC_MUX PCMUX(.PC_OUT_PLUS_FOUR(PC_OUT_PLUS_FOUR), .JALR(JALR), .BRANCH(BRANCH),
     .JAL(JAL), .PC_SOURCE(PC_SOURCE), .PC_MUX_OUT(PC_IN));
    PC_REG PCREG(.CLK(CLK), .RST(RST), .D(PC_WRITE), .IN(PC_IN), .OUT(PC_OUT));
endmodule
`timescale 1ns / 1ps
module PC_MUX(
    input logic [31:0] PC_OUT_PLUS_FOUR,
    input logic [31:0] JALR,
    input logic [31:0] BRANCH,
    input logic [31:0] JAL,
    input logic [1:0] PC_SOURCE,
    output logic [31:0] PC_MUX_OUT
    );
    always_comb begin
        case(PC_SOURCE)
            2'b00: begin PC_MUX_OUT = PC_OUT_PLUS_FOUR;
            end
            2'b01: begin PC_MUX_OUT = JALR;
            end
            2'b10: begin PC_MUX_OUT = BRANCH;
            end
            2'b11: begin PC_MUX_OUT = JAL;
            end
            default: begin PC_MUX_OUT = 32'h00000000;
            end                                       
        endcase
    end
endmodule
`timescale 1ns / 1ps
module PC_REG(
    input logic CLK,
    input logic RST,
    input logic D,
    input logic [31:0] IN,
    output logic [31:0] OUT
    );
    always_ff@(posedge CLK) begin
        if (RST == 1'b1) begin  
            OUT <= 32'h00000000;
        end
        else if (D == 1'b1) begin  
            OUT <= IN;               
        end
    end
endmodule
### flow/run.sh
#!/bin/bash
# OpenROAD 26Q1-2900-gdf79404cd8, Yosys 0.63+post, stock flow scripts
make -C /OpenROAD-flow-scripts/flow DESIGN_CONFIG=/design/flow/config.mk WORK_HOME=/design/flow/orfs finish
### flow/constraint.sdc
current_design PC

set clk_period 4.3
set clk_io_pct 0.2

create_clock -name clk0 -period $clk_period [get_ports {CLK}]

set non_clock_inputs [all_inputs -no_clocks]
set_input_delay [expr $clk_period * $clk_io_pct] -clock clk0 $non_clock_inputs
set_output_delay [expr $clk_period * $clk_io_pct] -clock clk0 [all_outputs]
### flow/config.mk
export PLATFORM = sky130hd
export DESIGN_NAME = PC
export DESIGN_NICKNAME = PC
export VERILOG_FILES = /design/flow/design.v
export SDC_FILE = /design/flow/constraint.sdc
export NUM_CORES = 4
export LEC_CHECK = 1
export CORE_UTILIZATION = 50
export SYNTH_HDL_FRONTEND = slang
==> Flow_metrics.wiki <==
=== Synthesis and place and route ===
{| class="wikitable"
! Metric !! Value
|-
| Type of destination of the critical path || flop
|-
| Placement Cell Area || 0.00391 mm^2
|-
| Critical Setup Path Class || in2reg
|-
| Count of vias placed by the detailed router || 3042
|-
| Total detailed-routing wirelength || 8.02 mm
|-
| Slew Viols, Final || 0
|-
| Growth of design area from synthesis to finish || 55.0%
|-
| Setup repair after global routing missed its margin || false
|-
| Post-route cell area || 0.00400 mm^2
|-
| First-pass GRT wire length || 12.7 mm
|-
| Part of the Yosys area used for sequential elements || 24.8%
|-
| Most common library cell in the layout ignoring fill and taps || sky130_fd_sc_hd__clkdlybuf4s50_1
|-
| Number of DRC markers after the initial detailed-route iteration || 249
|-
| Yosys stat chip area || 0.00258 mm^2
|-
| Post-synth top area cell || sky130_fd_sc_hd__dfxtp_1
|-
| Ports || 133
|-
| Ys flop type || sky130_fd_sc_hd__dfxtp_1
|-
| Number of global-route vias before repair || 2701
|-
| DP Wirelength || 5.86 mm
|-
| Total power per unit cell area || 221 mW/mm^2
|-
| Cells after Synth || 318
|-
| IO buf count || 132
|-
| Arrival time reported for the critical path endpoint || 3.22 ns
|-
| Average detailed-routed wire length per instance || 15.9 um
|-
| Row Count || 25
|-
| Final critical-path share of the clock period || 70.5%
|-
| CORE AREA || 0.00485 mm^2
|-
| Final count of hold timing violations || 0
|-
| Pin count of the biggest net entering global routing || 30
|-
| Worst rel slew slack || 36.8%
|-
| Hold-fix buffers at CTS || 0
|-
| Register containing the most flip-flops in the final layout || PCREG.OUT
|-
| DRC viols || 0
|-
| Placed cell count || 497
|-
| Biggest regs || PCREG.OUT: 32 flops
|-
| H-tree depth || 2
|-
| Peak clock frequency supported by timing || 330 MHz
|-
| Final antenna-violating net count || 0
|-
| Starting Density || 53.3%
|-
| Number of inserted filler cells in the final layout || 311
|-
| Outcome || complete, no violations
|-
| Cell area after synthesis || 0.00258 mm^2
|-
| Total congestion overflow || 0
|-
| Final TNS setup || 0 ns
|-
| Average via count per standard cell || 6.04
|-
| Slew at the pin closest to its max-slew limit || 0.943 ns
|-
| Resize count post-CTS || 0
|-
| Height of the die || 73.9 um
|-
| Leading cell types in the layout, fill and taps excluded || 131 x sky130_fd_sc_hd__clkdlybuf4s50_1, 32 x sky130_fd_sc_hd__dfxtp_1, 28 x sky130_fd_sc_hd__a21oi_1
|-
| Proportion of register bits with asynchronous set or reset after synthesis || 0%
|-
| Post-synthesis register bit count || 32
|-
| Cell at the root of the clock tree || sky130_fd_sc_hd__clkbuf_8
|-
| Sink Count || 32
|-
| Count of warnings emitted by yosys || 0
|-
| Startpoint types || input port
|-
| CTS tree || done
|-
| Post-CTS Setup Bufs || 0
|-
| Area share of the largest cell type after synthesis || 24.8%
|-
| Die width || 73.9 um
|-
| Min Tclk post-route || 3.03 ns
|-
| CP required || 4.49 ns
|-
| Max Root-Sink Buffers || 2
|-
| # Max-Cap Violations || 0
|-
| Setup violations, final || 0
|-
| Min-delay worst type || reg2reg
|-
| Post-synthesis average cell area || 8.12 um^2
|-
| Synth top area cells || sky130_fd_sc_hd__dfxtp_1 25%, sky130_fd_sc_hd__mux2_2 9.6%, sky130_fd_sc_hd__mux2i_1 6.2%
|-
| Count of flip-flops with a built-in enable after synthesis || 0
|-
| Peak ir drop on the vdd network || 170 uV
|-
| Clock skew || 0.00757 ns
|-
| Yosys cell types || 47
|-
| Cell Count, Final, Fillers Out || 504
|-
| Post-CTS clock slew at the launch and capture registers of the worst setup and hold paths || 0.07 ns
|-
| Number of flip-flops in the largest register || 32
|-
| Leakage || 0.00132 uW
|-
| Initial antenna violation count || 0
|-
| Die area || 0.00546 mm^2
|-
| Skew-Pair Late Insertion Delay || 0.28 ns
|-
| TritonCTS buffer count || 5
|-
| OpenROAD warning count || 27
|-
| Last weighted congestion value of the routability-driven placer || 0.881
|-
| Tot GR Track Use || 30.8%
|-
| CP Max Fanout || 22
|-
| Overall power of the completed layout || 886 uW
|-
| Proportion of layout cells with a drive suffix above 1 || 12.6%
|-
| # Cells Yosys || 318
|-
| 1st-pass router iterations || 7
|-
| Total inserted antenna cells || 0
|}
-- worst max-delay path: stages --
cell and delay (ns):
sky130_fd_sc_hd__clkdlybuf4s50_1 0.72, sky130_fd_sc_hd__nor2b_2 0.88, sky130_fd_sc_hd__a221oi_1 0.27, sky130_fd_sc_hd__a21oi_1 0.20
sky130_fd_sc_hd__nor2_1 0.06, sky130_fd_sc_hd__a211oi_1 0.21
-- final cells by class --
| class | instances | area (um^2) | share of cell area (%) |
|---|---|---|---|
| Sequential cell | 32 | 641 | 16.0 |
| Timing Repair Buffer | 138 | 1360 | 34.0 |
| Multi-Input combinational cell | 253 | 1800 | 44.8 |
| Clock buffer | 7 | 96.3 | 2.41 |
| Inverter | 7 | 26.3 | 0.656 |
| Tap cell | 67 | 83.8 | 2.09 |
-- worst paths after layout --
check	slack (ns)	from	end	depth (start not counted)
setup / recovery	1.27	PC_SOURCE[1]	PCREG.OUT[5]$_SDFFE_PP0P_	6
hold / removal	0.52	PCREG.OUT[0]$_SDFFE_PP0P_	PCREG.OUT[0]$_SDFFE_PP0P_	2
hold reg to reg	0.52	PCREG.OUT[0]$_SDFFE_PP0P_	PCREG.OUT[0]$_SDFFE_PP0P_	2
setup reg to reg	2.25	PCREG.OUT[6]$_SDFFE_PP0P_	PCREG.OUT[19]$_SDFFE_PP0P_	5
-- cells by family (layout without fill, tap and decap cells) --
family	after synthesis	in the layout	share of synthesized area [%]
adder cells (fa/ha/maj)	1	1	0.484
AND-OR/OR-AND	108	108	28.1
buffers and inverters	33	152	5.77
AND/OR/NAND/NOR	102	102	21.6
multiplexers	42	42	19.3
flip-flops	32	32	24.8
-- power by group --
group          switching [uW]  internal, uW  total (uW)
logic                    95.8           184         279
clock network             111           143         253
registers                32.8           321         354
total                     239           647         886
-- layer usage --
layer | vias up | track usage, % | routed length, um | part of all wire [%]
met3 | 12 | 8.74 | 887 | 11
met4 | 0 | 4.70 | 87 | 1.1
met5 | - | 0 | 0 | 0
li1 | 1470 | - | - | -
met1 | 1384 | 46.4 | 3500 | 44
met2 | 176 | 46.1 | 3540 | 44
-- synth_stat cells, types with 3 or more instances --
library cell               number
sky130_fd_sc_hd__nand4_1        6
sky130_fd_sc_hd__and4_1         3
sky130_fd_sc_hd__nor3_2         4
sky130_fd_sc_hd__buf_2          6
sky130_fd_sc_hd__o21ai_0       18
sky130_fd_sc_hd__dfxtp_1       32
sky130_fd_sc_hd__o21a_1         5
sky130_fd_sc_hd__nor2_1        24
sky130_fd_sc_hd__o21bai_1       5
sky130_fd_sc_hd__nand3_1       12
sky130_fd_sc_hd__a311oi_1       3
sky130_fd_sc_hd__mux2i_1       16
sky130_fd_sc_hd__mux4_2         4
sky130_fd_sc_hd__a221o_1        3
sky130_fd_sc_hd__clkbuf_1      16
sky130_fd_sc_hd__mux2_2        22
sky130_fd_sc_hd__nor3_1        11
sky130_fd_sc_hd__nor2b_1        4
sky130_fd_sc_hd__inv_1          7
sky130_fd_sc_hd__a221oi_1      16
sky130_fd_sc_hd__a211oi_1      15
sky130_fd_sc_hd__nand2_1       22
sky130_fd_sc_hd__o22ai_1        5
sky130_fd_sc_hd__a21oi_1       28
-- stage by stage --
step / hold WS [ns] / setup WS, ns / utilization [%]
final: 0.517 / 1.27 / 82.6
after global routing: 0.545 / 1.12 / 82.6
after CTS: 0.519 / 1.30 / 82.6
after detailed placement: 0.513 / 1.06 / 80.6
after global placement: 0.512 / 1.10 / 80.6
after floorplan: 0.472 / 1.97 / -
Power is estimated from default activity; no workload was simulated.
